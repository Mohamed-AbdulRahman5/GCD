<file path="design.v">
module gcd_controller#(parameter op_sz=8) 
                      ( input [op_sz-1:0] A,B,
                        input clk,rst,cmp,start,
                        input [op_sz-1:0] datapath_out,
                        output reg [2:0]ctrl,  
                        output reg [op_sz-1:0] res,
                        output reg done,
                        output reg [op_sz-1:0] A_reg,B_reg
                      );
  localparam start_s=0, check_eq=1,check_a=2,
              op_a =3,op_b=4 ,op_done =5;
       reg  [op_sz-1:0] A_next,B_next,res_next;  
       reg [2:0]ctrl_next;             
       reg [2:0] state_reg ,state_next ;
       reg done_next;
       always@(posedge clk)
       begin
         if(rst) begin
           state_reg <=start_s ;
           A_reg <= 0;
           B_reg <=0;
           ctrl<=0;
           res<=0;
           done<=0;                              
       end
     else begin
        state_reg <=state_next ;
           A_reg <= A_next;
           B_reg <=B_next;
           ctrl<=ctrl_next;
           res<=res_next;
           done<= done_next;                        
     end
     end
  always@(*)
  begin
  state_next= start_s ;
  A_next = A_reg;
  B_next = B_reg;
  ctrl_next=0;
  res_next=res;
  done_next=0;  
    case(state_reg)
     start_s :begin   
      if(start)begin
        state_next =check_eq; 
        ctrl_next =0;
        res_next=0;
         A_next = A;
         B_next = B;  
      end
    else begin 
       state_next =start_s; 
    end      
   end 
    check_eq: begin
          if(cmp)begin
            state_next = op_done;
            ctrl_next=4;
          end
        else begin
          state_next = check_a;
          ctrl_next=1;
        end
    end
    check_a : begin
         if(cmp)begin           
              state_next = op_a;
              ctrl_next=2;
              end
         else begin          
           state_next = op_b;
            ctrl_next=3;
         end
    end
    op_a: begin
      state_next =check_eq;
      ctrl_next =0;
      A_next = datapath_out;
           end
     op_b: begin
       state_next =check_eq;
       ctrl_next =0;
        B_next = datapath_out;
         end
    op_done: begin
       state_next =start_s; 
       done_next =1;
        res_next = datapath_out ;
    end   
 endcase 
  end
endmodule
</file>
<file path="run.sh">
#!/bin/bash
# OpenROAD 26Q1-2900-gdf79404cd8, Yosys 0.63+post, stock flow scripts
make -C /OpenROAD-flow-scripts/flow DESIGN_CONFIG=/design/flow/config.mk WORK_HOME=/design/flow/orfs finish
</file>
<file path="config.mk">
export PLATFORM = sky130hd
export DESIGN_NAME = gcd_controller
export DESIGN_NICKNAME = gcd_controller
export VERILOG_FILES = /design/flow/design.v
export SDC_FILE = /design/flow/constraint.sdc
export NUM_CORES = 4
export LEC_CHECK = 1
export CORE_AREA = 10 10 96 96
export DIE_AREA = 0 0 106 106
</file>
<file path="constraint.sdc">
current_design gcd_controller

set clk_period 2.7
set clk_io_pct 0.2

create_clock -name clk0 -period $clk_period [get_ports {clk}]

set non_clock_inputs [all_inputs -no_clocks]
set_input_delay [expr $clk_period * $clk_io_pct] -clock clk0 $non_clock_inputs
set_output_delay [expr $clk_period * $clk_io_pct] -clock clk0 [all_outputs]
</file>
==> impl_metrics.ini <==
; physical design summary
[synthesis]
fa_ha_area_share_pct = 0
yosys-dominant-comb-family = AND-OR/OR-AND gates
yosysChipArea_um2 = 1330
synth_cell_types = 16
yosysWarnings = 1
postSynthCellCount = 126
yosys_register_bits = 34
synthMuxAreaShare_pct = 15.0
post_synth_xor_area_fraction_pct = 0
post_synth_instance_area_um2 = 1330
simple_gate_portion_of_the_synthesized_area_pct = 11.6
aoi_share_pct = 16.7
syn-mean-instance-area_um2 = 10.6
ys_cells = 126
synth_sequential_area_ratio_pct = 51.0

[power_and_ir_drop]
cellLeakagePower_uw = 0.000713
power.ir.vdd_worst_mv = 0.200
pwr_density_nw_per_um2 = 563

[cells_and_area]
finalInstanceArea_um2 = 2060
fill_cells = 777
layout-drive-gt1-share_pct = 10.5
area.growth.synth_to_final_pct = 54.2
final_layout_top_logic_cell = clkdlybuf4s50_1
ff_latch_area_um2 = 681
multiInputGateArea_um2 = 578
mostFrequentLayoutCells = clkdlybuf4s50_1, dfxtp_1, nor2_1

[timing]
timing.final.setup_violations = 0
tns_ns = 0
final_period_minus_worst_setup_slack_ns = 1.67
timing.max_slew.rel_slack_pct = 56.8
finalCritPeriodShare_pct = 61.7
rsz0062_at_grt = no
timing.final.max_slew_violations = 0
maxClockFrequency_ghz = 0.600
worst_clock_skew_ns = 0.00887
timing_worst_slew_pin_value_ns = 0.630
final-hold-violation-count = 0

[placement]
routabilityCongestion = 0.812
placed_area_um2 = 1950
detailed_place_hpwl_mm = 3.29
placement.io_buffers = 55

[die]
chipWidth_um = 106
core_um2 = 7210
fp.dieArea_um2 = 11200
num_io_pins = 56
floorplan.rows = 31
die_h_um = 106
floorplan.initialDensity_pct = 18.5

[worst_setup_path]
critPathKind = flip-flop to output port
crit_chain = clkdlybuf4s50_1
cp.arrival_ns = 1.13
worst_ep_required_time_ns = 2.16
timing.critical_path.slowest_stage_cell = clkdlybuf4s50_1
crit_family = buffers and inverters
timing.critical_path.to_type = output port
worstSetupStartpointType = flip-flop
largest_stage_delay_on_the_critical_path_ns = 0.48
worstPathBufferInverterCount = 1
critPathMaxFanout = 2

[clock_network]
postCtsSetupBuffers = 0
cts_hold_repair.buffers = 0
clock_tree.htree_level_count = 2
cts_tree = built
clock-root-buffer = clkbuf_8
insertion_delay_ns = 0.28
ctsLongestPathBuffers = 2
clock_sink_count = 34
cts_resized = 0
clk_transition_reported_paths_ns = 0.07
tritoncts.num_buffers = 5

[flow_run]
warning_total_across_the_stage_logs = 25
timing.max_cap.violations = 0

[detailed_routing]
avgRoutedWirePerCell_um = 15.1
route.detailed.vias_per_inst = 3.95
drtIter0Drc = 23
route.final.wire_length_mm = 4.22
firstDrtPassIters = 4
routed-via-count = 1107
drt.antenna.violating_nets = 0
drt_drc_violations_left = 0
antenna_cells_inserted = 0

[global_route]
grt_pass1_wl_mm = 6.64
number_of_antenna_violations_at_the_first_check_in_global_routing = 0
grt_start_max_net_pins = 18
overflow = 0
grt.total_usage_pct = 7.53
first_global_vias = 1120

[outcome]
run_status = finished clean

[min_path]
min-delay-path-class = flip-flop to flip-flop
[Yosys cell counts]
library cell / count / area share, %
buf_8: 1 / 1.1
buf_6: 3 / 2.5
a211oi_2: 4 / 3.8
nand2b_1: 3 / 1.4
mux2i_1: 17 / 13
nor2_1: 27 / 7.6
nor2_2: 4 / 1.9
a32oi_1: 8 / 5.3
mux2_4: 2 / 2.3
nor2b_1: 1 / 0.47
dfxtp_1: 34 / 51
clkbuf_1: 5 / 1.4
a211oi_1: 13 / 7.3
a21oi_1: 1 / 0.37
inv_1: 2 / 0.56
nand2_1: 1 / 0.28
[cell families (layout without fill, tap and decap cells)]
family	after synthesis	count (layout)
mux	19	19
flops	34	34
compound gates	26	26
simple gates	36	36
buf+inv	11	66
[layout make-up]
type / count / area share [%]
timing repair buffer: 56 / 27.1
tap: 99 / 6.02
clock buffer: 5 / 3.35
clock inverter: 3 / 1.95
inverter: 2 / 0.365
multi-input combinational: 81 / 28.1
sequential: 34 / 33.1
[routing by layer]
layer	wire length, µm	track usage (%)
met3	384	3.36
met1	1850	10.2
met2	1950	11.3
met5	0	0
met4	35	0.774
[report_power, final]
part	leakage (µW)	switching, µW	internal, µW	total (µW)
clock network	0.0000579	181	271	452
logic	0.000376	61.8	99.2	161
registers	0.000279	17.3	527	544
[per-stage QoR]
stage               cells  setup slack (ns)  hold slack [ns]  total power (µW)  util (%)
CTS                   280              1.02            0.497              1170      28.5
global placement      272             0.789            0.470               718      27.0
global route          280             0.944            0.514              1210      28.5
detailed placement    272             0.739            0.477               719      27.0
floorplan             126              1.35            0.431               616         -
finish                280              1.03            0.498              1160      28.5
[worst paths after layout]
kind,from,slack [ns],to,cells after the start
worst min register to register,state_reg[2]$_DFF_P_,0.50,ctrl[1]$_SDFF_PP0_,2
worst max-delay path,res[6]$_SDFFE_PP0P_,1.03,res[6],1
worst min-delay path,state_reg[2]$_DFF_P_,0.50,ctrl[1]$_SDFF_PP0_,2
worst max register to register,state_reg[1]$_DFF_P_,1.30,B_reg[1]$_SDFFE_PP0P_,3
No activity file was given, so power comes from the tool's default toggle rates.
